==> flow/design.v <==
module rv16_div_unit(rs1_div_in, rs2_div_in, rd_div_rem, rd_div_quo);
	parameter DATA=16;
	input [DATA-1:0] rs1_div_in, rs2_div_in;
	output reg [DATA-1:0] rd_div_quo, rd_div_rem;
	integer i;
	reg [DATA-1:0] divisor_copy, dividend_copy;
	reg [DATA-1:0] temp;
	always @(rs1_div_in or rs2_div_in)
		begin
			divisor_copy = rs2_div_in;
			dividend_copy = rs1_div_in;
			temp = 0; 
		  for(i = 0;i < DATA;i = i + 1)
			begin
			  temp = {temp[DATA-2:0], dividend_copy[DATA-1]};
			  dividend_copy[DATA-1:1] = dividend_copy[DATA-2:0];
				temp = temp - divisor_copy;
			  if(temp[DATA-1] == 1)
				begin
					dividend_copy[0] = 0;
					temp = temp + divisor_copy;
				end
				else
				begin
					dividend_copy[0] = 1;
				end
			end
			rd_div_quo = dividend_copy;
			rd_div_rem = temp;
		end
endmodule
==> flow/run.sh <==
#!/bin/bash
# OpenROAD 26Q1-2900-gdf79404cd8, Yosys 0.63+post, stock flow scripts
make -C /OpenROAD-flow-scripts/flow DESIGN_CONFIG=/design/flow/config.mk WORK_HOME=/design/flow/orfs finish
==> flow/config.mk <==
export PLATFORM = sky130hd
export DESIGN_NAME = rv16_div_unit
export DESIGN_NICKNAME = rv16_div_unit
export VERILOG_FILES = /design/flow/design.v
export SDC_FILE = /design/flow/constraint.sdc
export NUM_CORES = 4
export LEC_CHECK = 1
export CORE_UTILIZATION = 40
==> flow/constraint.sdc <==
current_design rv16_div_unit

set clk_period 193.9
set clk_io_pct 0.2

create_clock -name clk0 -period $clk_period

set non_clock_inputs [all_inputs -no_clocks]
set_input_delay [expr $clk_period * $clk_io_pct] -clock clk0 $non_clock_inputs
set_output_delay [expr $clk_period * $clk_io_pct] -clock clk0 [all_outputs]
==> impl_metrics.prom <==
# HELP chip_impl_metric Implementation results
# TYPE chip_impl_metric gauge
chip_impl_metric{name="period_used_share",unit=""} 0.707
chip_impl_info{name="run_status",value="complete, no violations"} 1
chip_impl_metric{name="timing.setup.tns",unit="ns"} 0
chip_impl_metric{name="ys_chip_area",unit="sq um"} 21000
chip_impl_metric{name="number_of_buffers_added_to_fix_hold_violations_after_cts",unit=""} 0
chip_impl_info{name="path_class",value="in -> out"} 1
chip_impl_metric{name="final_max_slew_viol_count",unit=""} 0
chip_impl_info{name="most-common-layout-cells",value="sky130_fd_sc_hd__ha_1 (454), sky130_fd_sc_hd__a21oi_1 (315), sky130_fd_sc_hd__nor2_1 (285)"} 1
chip_impl_metric{name="critical_path_buf_inv_count",unit=""} 18
chip_impl_metric{name="drive_above_1_share",unit=""} 0.0436
chip_impl_metric{name="synth_instances",unit=""} 2958
chip_impl_metric{name="fill_cells",unit=""} 5133
chip_impl_metric{name="diodes_inserted",unit=""} 0
chip_impl_metric{name="setup_viol_count_final",unit=""} 0
chip_impl_metric{name="synthesis.area",unit="sq um"} 21000
chip_impl_metric{name="multiInputGateArea",unit="sq um"} 19900
chip_impl_metric{name="worst_ep_arrival_time",unit="ns"} 98.29
chip_impl_metric{name="routed_wirelength",unit="microns"} 61200
chip_impl_metric{name="vias_in_the_first_global_route",unit=""} 18500
chip_impl_metric{name="cp.required",unit="ns"} 155.12
chip_impl_metric{name="final-seq-area",unit="sq um"} 0
chip_impl_metric{name="post_cts_buffers",unit=""} 0
chip_impl_metric{name="port_buffers",unit=""} 64
chip_impl_metric{name="core_area",unit="sq um"} 51500
chip_impl_metric{name="drt-wirelength-per-cell",unit="microns"} 16.5
chip_impl_metric{name="min_delay_path_depth",unit=""} 6
chip_impl_metric{name="log.warning_count",unit=""} 71
chip_impl_metric{name="die_area",unit="sq um"} 53300
chip_impl_metric{name="postPlaceCellArea",unit="sq um"} 22700
chip_impl_info{name="hold_path_class",value="in -> out"} 1
chip_impl_metric{name="gr-usage-all-layers",unit=""} 0.232
chip_impl_metric{name="detailedRoute.firstIterationViolations",unit=""} 1025
chip_impl_info{name="unrepaired_setup_endpoints_after_global_routing",value="no"} 1
chip_impl_metric{name="drc",unit=""} 0
chip_impl_metric{name="hpwl",unit="microns"} 46100
chip_impl_metric{name="critical_path_peak_fanout",unit=""} 29
chip_impl_info{name="hold-path-endpoint",value="rd_div_rem[0]"} 1
chip_impl_metric{name="number_of_antenna_violations_at_the_first_check_in_global_routing",unit=""} 0
chip_impl_metric{name="grt_pass1_wl",unit="microns"} 96200
chip_impl_metric{name="dieWidth",unit="microns"} 231
chip_impl_metric{name="finalWeightedCongestion",unit=""} 0.908
chip_impl_metric{name="largest_net_degree_at_the_start_of_global_routing",unit=""} 39
chip_impl_metric{name="post_synth.cell_area_avg",unit="sq um"} 7.08
chip_impl_metric{name="tightest_slew",unit="ns"} 0.908
chip_impl_info{name="cp_common_cell",value="sky130_fd_sc_hd__o21ai_0"} 1
chip_impl_metric{name="placementRows",unit=""} 83
chip_impl_metric{name="drt-pass1-iter-count",unit=""} 6
chip_impl_metric{name="postCtsResizedCells",unit=""} 0
chip_impl_metric{name="stdcell_area",unit="sq um"} 22700
chip_impl_metric{name="postRouteAntennaNets",unit=""} 0
chip_impl_metric{name="grt_overflow",unit=""} 0
chip_impl_metric{name="routed-via-count",unit=""} 20100
chip_impl_metric{name="yosys-stat-cells",unit=""} 2958
chip_impl_metric{name="timing.final.hold_violations",unit=""} 0
chip_impl_metric{name="areaGrowthSynthToFinish",unit="%"} 8.24
chip_impl_info{name="path_delay_family",value="AND-OR/OR-AND gates"} 1
chip_impl_metric{name="relSlewSlack",unit=""} 0.387
chip_impl_metric{name="ys_warn_count",unit=""} 1
chip_impl_metric{name="routed_via_density",unit=""} 5.43
chip_impl_info{name="min_from",value="rs1_div_in[0]"} 1
chip_impl_metric{name="cap_violations",unit=""} 0
chip_impl_metric{name="layout.clock_buffers",unit=""} 0
chip_impl_metric{name="cp_slowest_stage_delay",unit="ns"} 0.68
chip_impl_metric{name="synthDistinctLibCells",unit=""} 81
chip_impl_metric{name="ios",unit=""} 64
chip_impl_metric{name="floorplan.die.height",unit="microns"} 231
chip_impl_metric{name="timing.final.crit_period",unit="ns"} 137.07
chip_impl_metric{name="floorplan.initialDensity",unit=""} 0.407
chip_impl_info{name="timing.critical_path.to_type",value="output port"} 1
chip_impl_info{name="final_common_cell",value="sky130_fd_sc_hd__ha_1"} 1
chip_impl_info{name="worst_path_max_delay_cell",value="sky130_fd_sc_hd__xnor2_1"} 1
chip_impl_info{name="critPathLaunchType",value="input pin"} 1
chip_impl_metric{name="flops",unit=""} 0
chip_impl_metric{name="timing.fmax",unit="GHz"} 0.00730
chip_impl_metric{name="yosysSeqAreaShare",unit=""} 0
==> how the worst max path moves through the flow <==
| stage | from | to | slack (ns) | cells past startpoint |
|---|---|---|---|---|
| 4_1_cts | rs2_div_in[1] | rd_div_rem[0] | 57.02 | 286 |
| 6_report | rs2_div_in[0] | rd_div_rem[0] | 56.83 | 287 |
| 5_1_grt | rs2_div_in[1] | rd_div_rem[0] | 49.91 | 286 |
==> tightest hold or removal path: cells and delay by family <==
kind	cells	cell delay [ns]
AOI/OAI and AO/OA	1	0.17
adders and majority gates	1	0.18
buffers and inverters	3	0.86
and+or+nand+nor	1	0.05
==> logic make-up (layout without fill, tap and decap cells) <==
logic type | Yosys count | count (layout) | synth area share
mux | 62 | 62 | 0.0342
buf+inv | 294 | 365 | 0.0538
fa+ha+maj | 488 | 488 | 0.304
compound gates | 914 | 914 | 0.264
xor+xnor | 406 | 406 | 0.170
simple gates | 794 | 794 | 0.174
==> stage by stage <==
stage	utilization	worst slack, ns	cells	hold slack (ns)
2_1_floorplan	-	64.61	2958	77.81
6_report	0.440	56.83	3709	78.82
3_5_place_dp	0.440	57.35	3709	78.81
4_1_cts	0.440	57.02	3709	78.82
5_1_grt	0.440	49.91	3709	78.86
3_3_place_gp	0.440	58.76	3709	78.81
==> cell type report <==
type	count	share of cell area
inverters	254	0.0421
multi-input cells	2664	0.877
well taps	680	0.0375
repair buffers	111	0.0436
==> layer usage <==
layer / GRT usage / wire length [microns] / up-vias
met1: 0.328 / 29300 / 9045
met5: 0 / 0 / -
met3: 0.0175 / 2950 / 64
met4: 0.0507 / 1590 / 0
li1: - / - / 10600
met2: 0.384 / 27300 / 400
==> synth_stat cells, types with 8 or more instances <==
cell type	count	share of area
sky130_fd_sc_hd__inv_1	252	0.045
sky130_fd_sc_hd__o21bai_1	50	0.018
sky130_fd_sc_hd__o21a_1	34	0.012
sky130_fd_sc_hd__and3_1	17	0.0051
sky130_fd_sc_hd__nor3_1	49	0.012
sky130_fd_sc_hd__o21ai_0	251	0.060
sky130_fd_sc_hd__clkbuf_1	31	0.0056
sky130_fd_sc_hd__nand3_1	33	0.0079
sky130_fd_sc_hd__a21boi_0	48	0.017
sky130_fd_sc_hd__o211ai_1	12	0.0043
sky130_fd_sc_hd__ha_1	454	0.27
sky130_fd_sc_hd__fa_1	34	0.032
sky130_fd_sc_hd__a21o_1	90	0.032
sky130_fd_sc_hd__mux2i_1	12	0.0057
sky130_fd_sc_hd__mux2_4	8	0.0057
sky130_fd_sc_hd__a211oi_1	11	0.0039
sky130_fd_sc_hd__mux2_2	40	0.021
sky130_fd_sc_hd__and2_1	20	0.0060
sky130_fd_sc_hd__or3_1	21	0.0063
sky130_fd_sc_hd__nand4_1	9	0.0027
sky130_fd_sc_hd__a31oi_1	14	0.0042
sky130_fd_sc_hd__nor2_1	285	0.051
sky130_fd_sc_hd__a21oi_1	315	0.075
sky130_fd_sc_hd__nand2_1	230	0.041
sky130_fd_sc_hd__nand2b_1	49	0.015
sky130_fd_sc_hd__nor2b_1	47	0.014
sky130_fd_sc_hd__xor2_1	121	0.051
sky130_fd_sc_hd__or4_1	9	0.0032
sky130_fd_sc_hd__xnor2_1	284	0.12
sky130_fd_sc_hd__o31ai_1	22	0.0079
