===== run.sh =====
#!/bin/bash
# OpenROAD 26Q1-2900-gdf79404cd8, Yosys 0.63+post, stock flow scripts
make -C /OpenROAD-flow-scripts/flow DESIGN_CONFIG=/design/flow/config.mk WORK_HOME=/design/flow/orfs finish

===== config.mk =====
export PLATFORM = sky130hd
export DESIGN_NAME = rv16_register_file
export DESIGN_NICKNAME = rv16_register_file
export VERILOG_FILES = /design/flow/design.v
export SDC_FILE = /design/flow/constraint.sdc
export NUM_CORES = 4
export LEC_CHECK = 1
export CORE_UTILIZATION = 50

===== constraint.sdc =====
current_design rv16_register_file

set clk_period 3.5
set clk_io_pct 0.2

create_clock -name clk0 -period $clk_period [get_ports {rv16_reg_clock}]

set non_clock_inputs [all_inputs -no_clocks]
set_input_delay [expr $clk_period * $clk_io_pct] -clock clk0 $non_clock_inputs
set_output_delay [expr $clk_period * $clk_io_pct] -clock clk0 [all_outputs]

===== design.v =====
module rv16_register_file(rd_addr_in,rs1_addr_in,rs2_addr_in,rd_reg_in,rv16_reg_clock,rv16_reg_reset,rs1_reg_out,rs2_reg_out);
	  parameter DATA = 16, OPCODE = 4;
	  input [OPCODE-1:0]rd_addr_in;
	  input [OPCODE-1:0]rs1_addr_in;
	  input [OPCODE-1:0]rs2_addr_in;
	  input [DATA-1:0]rd_reg_in;
	  input rv16_reg_clock, rv16_reg_reset;
	  output [DATA-1:0]rs1_reg_out;
	  output [DATA-1:0]rs2_reg_out;
	  reg[15:0] reg_file[15:0];
	  integer i;
	  assign rs1_reg_out = (rs1_addr_in == rd_addr_in) ? rd_reg_in : reg_file[rs1_addr_in];
	  assign rs2_reg_out = (rs2_addr_in == rd_addr_in) ? rd_reg_in : reg_file[rs2_addr_in];
	  always@(posedge rv16_reg_clock)
		begin
		  if(rv16_reg_reset)
			begin
			  for(i=0; i<32; i=i+1)
				reg_file[i] <=0;
			end
		  else if(rd_addr_in !=0)
			reg_file[rd_addr_in] <=rd_reg_in;
		end
endmodule

==> results.py <==
# Synthesis and PnR figures
metrics = {
    "clocking": {
        "cts.clk_slew.worst_paths_ns": 0.06,
        "numCtsBuffers": 30,
        "cts.hold.buffers_added": 0,
        "cts_sinks": 256,
        "cts_max_path_buffers": 3,
        "cts-root-buf": "clkbuf_16",
        "cts-htree-levels": 1,
        "cts_tree": "done",
    },
    "worst_hold_path": {
        "hold-path-endpoint": "reg_file[1][2]",
        "min-delay-start": "rd_addr_in[3]",
        "holdPathStages": 4,
        "hold_class": "in2reg",
    },
    "synth": {
        "top_area_cell": "edfxtp_1",
        "yosys_cells": 1022,
        "postSynthCellCount": 1022,
        "ys_warn_count": 1,
        "ys_seq_frac": 0.541,
        "synthArstFlopShare": 0,
        "ys_ff": 256,
        "synth_cell_types": 42,
        "ys_area_um2": 14200,
        "synth.cell_area_um2": 14200,
        "top_area_frac": 0.541,
        "ff_type": "edfxtp_1",
        "edf_count": 256,
        "synth.avg_cell_area_um2": 13.9,
        "netlist_top_cells_area": "edfxtp_1 (54%), and2_1 (11%), mux4_2 (10%)",
    },
    "global_routing": {
        "grt_max_degree": 30,
        "gr-usage-all-layers": 0.319,
        "overflow": 0,
        "grt_pass1_vias": 9198,
        "antenna_found_initial": 0,
        "grt_pass1_wl_mm": 60.1,
    },
    "detailed_routing": {
        "vias": 9019,
        "drtAntennaViolNets": 0,
        "wl_per_cell_um": 26.1,
        "drc": 0,
        "num_antenna_cells": 0,
        "routed_via_density": 5.80,
        "drt-pass1-iter-count": 6,
        "drt-total-wl_mm": 40.5,
        "drtIter0Drc": 633,
    },
    "place": {
        "numPortBuffers": 61,
        "place_worst_setup_slack_ns": -0.320,
        "placed_cell_area_um2": 16000,
        "gp_congestion": 0.963,
        "hpwl_mm": 28.9,
    },
    "setup_path": {
        "end_kind": "primary output",
        "cp.arrival_ns": 2.72,
        "crit_path_cell_trace": "buf_4 > buf_12 > mux4_2 > mux2i_1 > mux2_2 > o21ai_0 > clkdlybuf4s50_1",
        "critical_path_buf_inv_count": 3,
        "worst-setup-path-type": "in2out",
        "required_ns": 2.80,
        "cp_top_family": "multiplexers",
        "path_max_fanout": 19,
        "critPathLaunchType": "input pin",
        "cp_slowest_cell": "mux4_2",
        "cp.depth": 7,
        "cp_slowest_stage_delay_ns": 0.54,
    },
    "timing": {
        "fin_setup_tns_ns": 0,
        "max_freq_mhz": 292,
        "period_needed_ns": 3.42,
        "fin_ws_ns": 0.0783,
        "drv_slew": 0,
        "rsz0062_at_grt": "no",
        "fin_crit_sh": 0.978,
        "setup_viol": 0,
        "timing_hold_violations_final": 0,
        "slew_headroom": 0.605,
        "tightest_slew_ns": 0.593,
    },
    "cells_and_area": {
        "fill_cells": 2109,
        "syn2layout_area_growth_pct": 20.2,
        "flop_area_um2": 7690,
        "drive_above_1_share": 0.235,
        "lay_top_cells": "edfxtp_1 (256), and2_1 (240), mux2i_1 (138)",
        "largestRegisters": "reg_file (256)",
        "combGateArea_um2": 6160,
        "fin_area_um2": 17100,
        "top_register": "reg_file",
        "lay_top_count": "edfxtp_1",
        "largest_register_ffs": 256,
    },
    "power": {
        "power_switching_uw": 1920,
        "p_int_uw": 6150,
        "comb_power_share": 0.148,
        "leakagePower_uw": 0.00646,
        "sw_frac_of_total": 0.238,
        "p_clk_frac": 0.396,
        "power_density_nw_per_um2": 472,
        "peakVddDrop_v": 0.000460,
        "power.total_uw": 8060,
        "seq_power_share": 0.456,
    },
    "floorplan": {
        "fp-utilization": 0.510,
        "rows": 61,
        "core_um2": 27900,
        "io_pins": 62,
        "die_h_um": 171,
        "die_w_um": 171,
        "die_area_um2": 29100,
    },
    "run": {
        "warnings": 25,
        "drv_cap": 0,
    },
    "status": {
        "status": "completed",
    },
}
worst max-delay path by stage:
| stage | start | end |
|---|---|---|
| 4_1_cts | rs1_addr_in[2] | rs1_reg_out[14] |
| 5_1_grt | rs1_addr_in[1] | rs1_reg_out[12] |
| 6_report | rs1_addr_in[1] | rs1_reg_out[12] |
cells in the mapped netlist, drive strengths merged, types with 4 or more instances:
cell / instances
edfxtp: 256
and2: 240
mux2i: 141
mux4: 72
a22oi: 56
buf: 48
clkbuf: 44
nand2: 35
o21ai: 24
or2: 15
nor2: 13
mux2: 12
nand4: 12
xor2: 8
nor3: 5
a21oi: 4
a22o: 4
nand2b: 4
o31ai: 4
timing repair:
| item | in CTS | in global routing |
|---|---|---|
| gates cloned | 0 | 0 |
| hold endpoints to repair | 0 | 0 |
| gates resized | 14 | 17 |
| buffers inserted | 1 | 0 |
| endpoints found under the setup margin | 25 | 25 |
| pin swaps | 2 | 2 |
cell type report:
type                       instances  share of cell area
clock buffer                      36              0.0465
clock inverter                    19              0.0129
inverter                           1            0.000220
multi-input combinational        688               0.361
sequential                       256               0.450
tap                              378              0.0277
timing repair buffer             177               0.102
kinds of logic (layout without fill, tap and decap cells):
family / Yosys count / in the layout / synth area share
other: 1 / 16 / 0.000264
XOR/XNOR: 8 / 8 / 0.00493
multiplexers: 225 / 225 / 0.225
flip-flops: 256 / 256 / 0.541
buffers and inverters: 93 / 233 / 0.0364
AND/OR/NAND/NOR: 340 / 340 / 0.145
AND-OR/OR-AND: 99 / 99 / 0.0477
through the flow:
| stage | hold slack (ns) | util | cells |
|---|---|---|---|
| after floorplan | 0.898 | - | 1037 |
| after global placement | 1.64 | 0.575 | 1499 |
| after detailed placement | 1.63 | 0.575 | 1499 |
| after CTS | 1.07 | 0.612 | 1555 |
| after global routing | 0.991 | 0.614 | 1555 |
| final | 0.977 | 0.614 | 1555 |
metal layers:
layer | share of wire | vias to the layer above | GRT usage
li1 | - | 4121 | -
met4 | 0.025 | 4 | 0.0607
met5 | 0.0029 | - | 0.0313
met1 | 0.40 | 4367 | 0.492
met2 | 0.43 | 463 | 0.430
met3 | 0.14 | 64 | 0.184
tightest hold or removal path, delay by kind of cell:
| family | cells | cell delay [ns] |
|---|---|---|
| buf+inv | 2 | 0.45 |
| simple gates | 2 | 0.22 |
power by group through the flow:
stage | sequential [µW] | combinational, µW | clock (µW)
after CTS | 3670 | 1180 | 3230
final | 3670 | 1190 | 3200
after global routing | 3700 | 1280 | 3360
No activity file was given, so power comes from the tool's default toggle rates.
