--- flow/config.mk ---
export PLATFORM = sky130hd
export DESIGN_NAME = rv16_rs2_demux
export DESIGN_NICKNAME = rv16_rs2_demux
export VERILOG_FILES = /design/flow/design.v
export SDC_FILE = /design/flow/constraint.sdc
export NUM_CORES = 4
export LEC_CHECK = 1
export CORE_AREA = 10 10 70 70
export DIE_AREA = 0 0 80 80
--- flow/constraint.sdc ---
current_design rv16_rs2_demux

set clk_period 1.8
set clk_io_pct 0.2

create_clock -name clk0 -period $clk_period

set non_clock_inputs [all_inputs -no_clocks]
set_input_delay [expr $clk_period * $clk_io_pct] -clock clk0 $non_clock_inputs
set_output_delay [expr $clk_period * $clk_io_pct] -clock clk0 [all_outputs]
--- flow/design.v ---
module rv16_rs2_demux(rs2_fudmux_in, rs2_fudemux_opcode, rs2_ADD_unit_reg, rs2_SUB_unit_reg ,
		rs2_MUL_unit_reg, rs2_DIV_unit_reg, rs2_XOR_unit_reg, rs2_AND_unit_reg, rs2_OR_unit_reg);
	parameter DATA = 16, OPCODE = 4;
	input [DATA-1:0]rs2_fudmux_in;
	input [OPCODE-1:0]rs2_fudemux_opcode;
	output[DATA-1:0]rs2_ADD_unit_reg, rs2_SUB_unit_reg ,rs2_MUL_unit_reg, rs2_DIV_unit_reg, rs2_XOR_unit_reg, rs2_AND_unit_reg, rs2_OR_unit_reg;
	and ADD(rs2_ADD_unit_reg,rs2_fudmux_in, ~rs2_fudemux_opcode[3], ~rs2_fudemux_opcode[2], ~rs2_fudemux_opcode[1], ~rs2_fudemux_opcode[0]);
	and SUB(rs2_SUB_unit_reg,rs2_fudmux_in, ~rs2_fudemux_opcode[3], ~rs2_fudemux_opcode[2], ~rs2_fudemux_opcode[1], rs2_fudemux_opcode[0]);
	and MUL(rs2_MUL_unit_reg,rs2_fudmux_in, ~rs2_fudemux_opcode[3], ~rs2_fudemux_opcode[2], rs2_fudemux_opcode[1], ~rs2_fudemux_opcode[0]);
	and DIV(rs2_DIV_unit_reg,rs2_fudmux_in, ~rs2_fudemux_opcode[3], ~rs2_fudemux_opcode[2], rs2_fudemux_opcode[1], rs2_fudemux_opcode[0]);
	and XOR(rs2_XOR_unit_reg,rs2_fudmux_in, ~rs2_fudemux_opcode[3], rs2_fudemux_opcode[2], ~rs2_fudemux_opcode[1], ~rs2_fudemux_opcode[0]);
	and AND(rs2_AND_unit_reg,rs2_fudmux_in, ~rs2_fudemux_opcode[3], rs2_fudemux_opcode[2], ~rs2_fudemux_opcode[1], rs2_fudemux_opcode[0]);
	and OR(rs2_OR_unit_reg,rs2_fudmux_in, ~rs2_fudemux_opcode[3], rs2_fudemux_opcode[2], rs2_fudemux_opcode[1], ~rs2_fudemux_opcode[0]);
endmodule
--- flow/run.sh ---
#!/bin/bash
# OpenROAD 26Q1-2900-gdf79404cd8, Yosys 0.63+post, stock flow scripts
make -C /OpenROAD-flow-scripts/flow DESIGN_CONFIG=/design/flow/config.mk WORK_HOME=/design/flow/orfs finish
==> impl_metrics.ini <==
; yosys + openroad results
[worst_setup_path]
end_kind = output port
crit_type = in2out
crit_required_ns = 1.44
path_max_fanout = 4
critical_path_arrival_ns = 1.40
worstSetupStartpointType = input port

[route]
firstDrtPassIters = 1
wire_per_inst_um = 10.8
via_per_inst = 2.44
routed_wl_um = 1770
postRouteAntennaNets = 0
vias = 397
drtIter0Drc = 0
drc = 0
diodes = 0

[final_layout]
flop-count = 0
drive_gt1_share_pct = 11.1
layout.cells.non_filler = 163
clkbuf_count = 0
nFillCells = 404
synthToLayoutAreaGrowth_pct = -26.6
seq_area_um2 = 0

[sta]
hold_viol = 0
hold_ws_ns = 0.720
period_used_pct = 97.8
setup_viol = 0
setup_slack_ns = 0.0388
finalCriticalPeriod_ns = 1.76
slew_viol_final = 0
tns_ns = 0
fmax_ghz = 0.568
rsz0062_at_grt = true

[die]
fp_util_pct = 25.1
die_y_um = 80
row_count = 21
num_io_pins = 132
fp.coreArea_um2 = 3420
die-area_um2 = 6400
die_w_um = 80

[run]
log.warning_count = 34
maxCapViolCount = 0

[logic_synthesis]
topCellsByArea = buf_4, nor3_1, nand2b_1
syn_area_per_cell_um2 = 7.25
synth_cell_types = 9
top_cell_area_share_pct = 92.1
netlist_instances = 118
synth_top_cell_by_area = buf_4
ys_warn_count = 0
yosys_area_um2 = 856
syn-cell-area_um2 = 856
synth_seq_share_pct = 0
ys_cells = 118

[power]
p_leak_nw = 0.424
p_per_area_nw_per_um2 = 75.4
peakVddDrop_mv = 0.0126

[min_path]
hold_path.class = in2out
hold_depth = 0
hold_path.startpoint = rs2_fudmux_in[10]
hold_end = rs2_ADD_unit_reg[10]

[global_routing]
grt_max_degree = 6
grt.overflow.total = 0
antenna_found_initial = 0
grt_use_total_pct = 3.97
grt_pass1_vias = 469
grt_pass1_wl_um = 2200

[placed_design]
place_inst = 162
place.gp.congestion = 0.802
numPortBuffers = 12
place_ws_ns = -0.407
place_hpwl_um = 1640

[run_status]
status = finished clean
## per-stage QoR
step	utilization, %	cell area, um2	power (mW)
2_1_floorplan	-	1190	0.165
3_3_place_gp	17.4	594	0.0475
3_5_place_dp	17.4	594	0.0472
4_1_cts	18.4	627	0.0520
5_1_grt	18.4	628	0.0606
6_report	18.4	628	0.0474
## cells in the final DEF, fill, tap and decap left out, drive strengths merged, types with 2 or more instances in the layout
master	count
nor2	2
dlygate4sd2	7
buf	3
conb	90
nand2b	2
clkbuf	2
nor4	2
nor3	3
## metal layers
metal  global-route usage, %  vias to the layer above  part of all wire, %
met4                    1.41                        0                  2.7
met3                    2.05                       12                   16
met2                    7.22                       63                   47
met5                       0                        -                    0
li1                        -                      164                    -
met1                    3.69                      158                   34
## synthesized netlist by cell type
library cell and n:
nor2_1 2, nand2b_1 2, buf_4 105, inv_1 1
nor3_1 3, conb_1 1, or3b_1 1, nor4_1 2
nand2_1 1
## area by class of cell
type	instances	area (um2)	share of cell area, %
Multi-Input combinational cell	101	439	69.9
Tap cell	46	57.6	9.16
Inverter	1	3.75	0.598
Timing Repair Buffer	15	128	20.3
## power by group
group	internal, mW	leakage, nW	switching [mW]	total, mW
registers	0	0	0	0
clock network	0	0	0	0
logic	0.0189	0.424	0.0285	0.0474
total	0.0189	0.424	0.0285	0.0474
## critical path, stage by stage
cell and delay, ns:
clkdlybuf4s15_2 0.22, or3b_4 0.40, buf_4 0.14, nor2_2 0.07, dlygate4sd2_1 0.20
## cell families after synthesis
kind of cell / count (synthesis) / share of synthesized area (%)
buf+inv: 106 / 92.5
other cells: 1 / 0.438
simple gates: 11 / 7.02
## worst max path at each step
stage         cells after the start                   to  slack, ns                   from
global route                      5   rs2_OR_unit_reg[0]     -0.003  rs2_fudemux_opcode[3]
CTS                               4  rs2_AND_unit_reg[0]      -0.14  rs2_fudemux_opcode[2]
finish                            5   rs2_OR_unit_reg[0]       0.04  rs2_fudemux_opcode[3]
## what timing repair did
action,CTS,global route
setup buffers,1,0
pin swaps,4,1
hold buffers,0,0
resized,20,5
endpoints found under the setup margin,7,4
endpoints found under the hold margin,0,0
No activity file was given, so power comes from the tool's default toggle rates.
